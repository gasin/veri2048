## /design/flow/design.v

```verilog
module divider(clk, rst, clkout);
	input clk, rst;
	output clkout;
	reg [7:0] counter;
	always @(posedge clk or negedge rst) begin
		if(!rst) counter <= 8'b0;
		else counter <= counter + 8'b1;
	end
	assign clkout = counter[7];
endmodule
module chattering_remover(clk, rst, keyin, keyout);
	input clk, rst;
	input [5:0] keyin;
	output reg [5:0] keyout;
	always @(posedge clk_divided) keyout <= keyin;
	divider div(clk, rst, clk_divided);
endmodule
```

## /design/flow/config.mk

```make
export PLATFORM = sky130hd
export DESIGN_NAME = chattering_remover
export DESIGN_NICKNAME = chattering_remover
export VERILOG_FILES = /design/flow/design.v
export SDC_FILE = /design/flow/constraint.sdc
export NUM_CORES = 4
export LEC_CHECK = 1
export CORE_AREA = 10 10 70 70
export DIE_AREA = 0 0 80 80
```

## /design/flow/run.sh

```bash
#!/bin/bash
# OpenROAD 26Q1-2900-gdf79404cd8, Yosys 0.63+post, stock flow scripts
make -C /OpenROAD-flow-scripts/flow DESIGN_CONFIG=/design/flow/config.mk WORK_HOME=/design/flow/orfs finish
```

## /design/flow/constraint.sdc

```tcl
current_design chattering_remover

set clk_period 1.3
set clk_io_pct 0.2

create_clock -name clk0 -period $clk_period [get_ports {clk}]

set non_clock_inputs [all_inputs -no_clocks]
set_input_delay [expr $clk_period * $clk_io_pct] -clock clk0 $non_clock_inputs
set_output_delay [expr $clk_period * $clk_io_pct] -clock clk0 [all_outputs]
```

==> Slide: Implementation Results <==
Run Summary

Final timing
  – RSZ-0062 raised after global routing: no
  – Finish-stage setup viols: 0
  – Final Max Tran Viols: 0
  – Least-Margin Pin Slew: about 340 ps
  – Endpoints left unconstrained: 12
  – Final Critical Period: just under 1000 ps
  – Worst Clk Skew: 2.081 ps
  – Setup TNS: 0 ps
  – Hold Vio Cnt, Final: 0
  – Final WS setup: 327.9 ps
  – Final Cycle Share: 74.78%
  – Rel. slew slack: about 77%
  – Max frequency: 1029 MHz
  – Register pins left without a clock: 6

Floorplanning
  – Core area: between 0.003 and 0.004 mm2
  – Site row count: 21
  – Die Y-Extent: ~80 um
  – IO Pins: 14
  – Core Util at FP: ~13%
  – Chip width: 80 um
  – Chip area: around 0.0064 mm2

Worst setup path
  – Cell family contributing the most delay on the critical path: flip-flops
  – Slowest Stage Delay on Critical Path: approximately 410 ps
  – Worst Path Required: ~1500 ps
  – Worst setup SP type: flop
  – Critical path depth in cells: 3
  – Reg2Reg Setup Slack: around 330 ps
  – Crit path cell chain: nand3_2 > nor3_2 > xor2_1
  – Crit. End Element: flop
  – Critical Path AT: around 1100 ps
  – Slowest cell on the critical path: dfrtp_1
  – CP Class: flop to flop
  – Critical path peak fanout: 4
  – Crit path buf inv count: 0
  – Reg2Reg Depth: 3

Detailed routing
  – Vias: ~260
  – Vias per Instance: 2.783
  – DRC viols: 0
  – Number of diodes: 0
  – Drt initial violations: 4
  – 1st-pass router iterations: 4
  – Total Wirelength: around 710 um
  – Routed len/inst: 7.728 um
  – Routed Antenna Nets: 0

Placement
  – Pre-CTS WS: ~340 ps
  – Dpl cells: approximately 89
  – Port Buffers: 13
  – Placer Congestion: 0.7643

Synthesis
  – Compound Share, Synth: 0%
  – Post-synthesis adder-cell area fraction: between 2 and 3%
  – Mapped Avg Cell Area: 14.56 um2
  – Post-Syn Instances: 30
  – Seq share, synth: around 73%
  – XOR/XNOR Area Share: approximately an eighth
  – YS warnings: 3
  – Yosys Instances: 30
  – Comb area leader: XOR/XNOR gates
  – Yosys simple share: between 10 and 15%
  – Synthesized cell area: 436.7 um2
  – Mux cell area share: 0%
  – Yosys Chip Area: 436.7 um2
  – Ys flops: 14
  – Netlist cell types: 12

GRT
  – Largest net degree at the start of global routing: 9
  – Gr usage total: around 2.2%
  – Global route total overflow: 0
  – First-pass GRT wire length: 1.083 mm
  – Vias in the first global route: roughly 230
  – Antenna violations before repair: 0

Layout
  – Synthesis-to-finish area growth: 48.14%
  – Layout Cells excl Fill: between 90 and 100
  – Top Layout Cells: clkdlybuf4s50_1 (13), dfrtp_1 (8), dfxtp_1 (6)
  – Share of layout cells above drive strength 1: approximately 11%
  – Most numerous logic cell after layout: clkdlybuf4s50_1

Clock network
  – Hold buffers post-CTS: 0
  – Inserted Clock Buffers: 3
  – PostCTS Resize Cnt: 0
  – CTS tree: done
  – CTS root buffer: clkbuf_4
  – Clk ins delay skew pair: about 250 ps
  – Post CTS Setup Buffer Count: 0
  – Max clock buf depth: 2
  – Worst-path clk slew: about 50 ps
  – H-tree depth: 1

Power and ir drop
  – Leakage: 0.0002652 uW
  – Maximum VDD drop: 0.6097 mV
  – PD cells: about 710 mW/mm2

Run
  – Total tool warning count: 25
  – Max-cap violations: 0

Min path
  – Path type of the worst min-delay path: input pin to asynchronous set/reset pin

Outcome
  – Outcome: complete, no violations
[worst reg2reg max path: stages, from the launching register on]
cell and delay, ps:
dfrtp_1 410, nand3_2 130, nor3_2 200, xor2_1 150
[Yosys cell counts (all sizes together)]
cell	count	area, um2
dfrtp	8	200.2
nor2	1	3.750
xnor2	3	26.28
xor2	3	26.28
nand3	3	20.02
ha	1	12.51
nand2	2	7.510
dfxtp	6	120.1
inv	1	3.750
nor3	1	10.01
and3	1	6.260
[power by group]
part           internal (uW)  leakage [uW]  switching, uW
sequential               251      0.000153              0
clock                    105     0.0000138           76.2
combinational           18.1     0.0000987           6.35
[worst paths after layout]
check / start / end
worst max register to register: div.counter[2] / div.counter[7]
worst min-delay path: rst / div.counter[1]
min in group clk0: div.counter[6] / div.counter[6]
max in group asynchronous: rst / div.counter[5]
worst max-delay path: div.counter[2] / div.counter[7]
worst min register to register: div.counter[6] / div.counter[6]
[registers in the layout (all words and copies together), names as in the netlist]
signal and flops:
div.counter 8, keyout 6
[layout make-up]
| type | instances | area, um2 |
|---|---|---|
| flip-flops and latches | 14 | 320.3 |
| fillers | 377 | 2769 |
| multi-input cells | 15 | 112.6 |
| repair buffers | 13 | 130.1 |
| well taps | 46 | 57.56 |
| inverters | 1 | 3.754 |
| clock buffers | 3 | 22.52 |
[cells by family after synthesis]
| family | Yosys count |
|---|---|
| XOR/XNOR | 6 |
| buffers and inverters | 1 |
| flip-flops | 14 |
| AND/OR/NAND/NOR | 8 |
| adder cells (fa/ha/maj) | 1 |
[layer usage]
layer / share of wire, % / GRT usage, % / wire (um) / up-vias
li1: - / - / - / 130
met1: 55 / 3.429 / 393 / 108
met2: 27 / 2.247 / 193 / 18
met3: 17 / 1.591 / 123 / 0
met4: 0 / 0.1761 / 0 / 0
met5: 0 / 0 / 0 / -
[per-stage QoR]
step | utilization (%) | area (um2) | power (uW) | hold WS, ps
floorplan | - | 436.7 | 254.8 | -35.59
global route | 18.94 | 646.9 | 484.8 | 296.1
CTS | 18.94 | 646.9 | 470.1 | 288.1
global placement | 18.28 | 624.3 | 279.1 | 453.7
finish | 18.94 | 646.9 | 456.4 | 280.0
detailed placement | 18.28 | 624.3 | 279.8 | 471.2
Power is estimated from default activity; no workload was simulated.
