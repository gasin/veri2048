<file path="./design.v">
module mainvga(red,green,blue,vsync,hsync,vnotactive,rin,gin,bin,col,row,CLK,RST);
	input CLK;
	input RST;
	input  rin;
	input  gin;
	input  bin;
	output red;
	output green;
	output blue;
	output vsync;
	output hsync;
	output vnotactive;
	output [9:0] col;
	output [9:0] row;
	reg red;
	reg green;
	reg blue;
	reg vsync;
	reg hsync;
	wire hsync0;
	wire vsync0;				 	
	wire [10:0] col0;
	wire [9:0]  row0;
	wire hstart0;
	wire vstart0;
	wire active0;
	wire vnotactive0;
	assign vnotactive = vnotactive0;
	assign col = col0[9:0];
	assign row = row0;
	sync sync0(hsync0,vsync0,col0,row0,active0,vnotactive0,hstart0,vstart0,CLK,RST); 
	always @(posedge CLK or negedge RST) begin
		if(!RST) begin
			red   <= 0;
			green <= 0;
			blue  <= 0;
		end 
		else begin
			hsync <= hsync0;
    		vsync <= vsync0;
			if(active0) begin
				red <= rin;
				green <= gin;
				blue <= bin;
			end else begin
				red <= 0;
				green <= 0;
				blue <= 0;
			end
		end
	end
endmodule
module sync(hsync,vsync,col,row,active,vnotactive,hstart,vstart,CLK,RST);
	input CLK,RST;
	output hsync,vsync;
	reg	[13:0] hclock;
	reg [12:0] vclock;
	output [10:0] col;
	output [9:0]  row;
	output active;
	output vnotactive;
	output hstart;
	output vstart;
	assign hsync  = hclock[11];
	assign vsync  = vclock[10];
	assign active = hclock[12] & vclock[11];
	assign vnotactive = !vclock[11];
	assign col    = hclock[10:0];
	assign row    = vclock[9:0];
	assign   hstart = ( hclock == {3'b101, 11'd87} );
	assign   vstart = ( vclock == {3'b101, 10'd23} );
	always @(posedge CLK)
	begin
		if(!RST)
		begin
			hclock <= 0;
		end  
		else
		begin
			casex(hclock)
				{3'bxx0,11'd127 } : hclock <= {3'b101,11'b0};
				{3'b101,11'd87  } : hclock <= {3'b011,11'b0};
				{3'bx11,11'd799} : hclock <= {3'b001,11'b0};
				{3'b001,11'd39 } : hclock <= {3'b100,11'b0};
				default:
					hclock <= {hclock[13:11],hclock[10:0] + 11'b1};
			endcase
		end
	end
	always @(posedge CLK)
	begin
		if(!RST)
		begin
			vclock <= 0;
		end  
		else if(hstart)
		begin
			casex(vclock)
				{3'bxx0,10'd2 } : vclock <= {3'b101,10'b0};
				{3'b101,10'd23  } : vclock <= {3'b011,10'b0};
				{3'bx11,10'd599} : vclock <= {3'b001,10'b0};
				{3'b001,10'd0 } : vclock <= {3'b100,10'b0};
				default:
					vclock <= {vclock[12:10],vclock[9:0] + 10'b1};
			endcase
		end
	end
endmodule
</file>
<file path="./run.sh">
#!/bin/bash
# OpenROAD 26Q1-2900-gdf79404cd8, Yosys 0.63+post, stock flow scripts
make -C /OpenROAD-flow-scripts/flow DESIGN_CONFIG=/design/flow/config.mk WORK_HOME=/design/flow/orfs finish
</file>
<file path="./constraint.sdc">
current_design mainvga

set clk_period 2.4
set clk_io_pct 0.2

create_clock -name clk0 -period $clk_period [get_ports {CLK}]

set non_clock_inputs [all_inputs -no_clocks]
set_input_delay [expr $clk_period * $clk_io_pct] -clock clk0 $non_clock_inputs
set_output_delay [expr $clk_period * $clk_io_pct] -clock clk0 [all_outputs]
</file>
<file path="./config.mk">
export PLATFORM = sky130hd
export DESIGN_NAME = mainvga
export DESIGN_NICKNAME = mainvga
export VERILOG_FILES = /design/flow/design.v
export SDC_FILE = /design/flow/constraint.sdc
export NUM_CORES = 4
export LEC_CHECK = 1
export CORE_UTILIZATION = 30
</file>
==> changes_impl.md <==
### Metrics

- Layout area overhead: 18.0%
- Die width: 79.1 µm
- Fill cell count: just under 600
- CP Class: reg -> reg
- Max Root-Sink Buffers: 2
- Gr ovfl total: 0
- Synth unique cells: roughly 48
- Synth area leaders: dfxtp_1 30%, buf_4 8.4%, dfrtp_1 4.2%, nand3_1 3.6%, edfxtp_1 3.4%
- N_diodes: 0
- Area of the die: 6260 µm²
- Max-area cell share: roughly 30%
- Max-slew violations: 0
- Min setup slack post-route: 0.408 ns
- Final setup vio count: 0
- First-pass iteration count of the detailed router: 4
- Pre-CTS WS: 0.399 ns
- Largest net degree at the start of global routing: 13
- Leak Pwr: between 0.7 and 0.8 nW
- Leading area contributor after synthesis: dfxtp_1
- DP HPWL: 2.49 mm
- Setup crit end kind: register
- CTS Buf Count: 5
- TritonCTS clock tree: built
- Core Util, Final: between 30% and 40%
- Antenna violations before repair: 0
- Flops out of synthesis: 32
- Highest clock rate: between 500 and 600 MHz
- Hold buffer count at cts: 0
- Avg Cell Area, Syn: approximately 9.4 µm²
- Fin cells: 275
- DR vias: between 1,000 and 1,500
- Count of library flops with an enable pin: 2
- Final hold vios: 0
- Total Power: about 0.0011 W
- Cell resize tally after clock tree synthesis: 0
- CTS Root Cell: clkbuf_8
- Worst min path class: reg -> reg
- Top cells excl fill/tap: 30 x clkdlybuf4s50_1, 27 x dfxtp_1, 14 x nand2_1
- CP required: between 2 and 3 ns
- Final WL: 3.42 mm
- Clk latency late pin: between 0.2 and 0.3 ns
- Status: finished clean
- CP startpoint kind: register
- CTS sink cnt: 32
- Worst-path fanout max: 11
- Final Cycle Share: around 83%
- PD cells: between 500 and 600 nW/µm²
- Log Warnings: 27
- Total DRC errors in the routed layout: 0
- Setup_tns: 0 ns
- Post-synth top flop: dfxtp_1
- Register share after synthesis: between 30 and 40%
- Max-cap viol count: 0
- GRT Total Usage: 12.0%
- IO Port Bufs: 30
- Worst Skew: about 0.0096 ns
- Drt initial violations: 70
- Highest-count logic cell in the final layout: clkdlybuf4s50_1
- CTS clk-pin slew, worst paths: about 0.06 ns
- H-tree levels: 2
- RSZ-0062 raised after global routing: false
- Max_slew headroom: between 60% and 70%
- Vias/cell: ~4.9
- Synthesized area: approximately 1800 µm²
- Dpl cells: ~270
- Layout cell share with drive strength beyond 1: 13.8%
- Syn. warnings: 2
- Yosys cell count: 189
- Core Box Area: ~5600 µm²
- Drt wl/cell: 12.4 µm
- Vias in the first global route: between 1,000 and 1,500
- Rows: 27
- Post-synth area from yosys stat: 1780 µm²
- Minimum clock period: ~2 ns
- I/O pins: 31
- Critical Path AT: 2.16 ns
- Cells after synthesis: 189
- Maximum VDD drop: between 0.2 and 0.3 mV
- Fp util: 31.8%
- Actual slew at the worst max-slew pin: ~0.51 ns
- Die H: between 70 and 80 µm
- Ys async rst share: under 10%
- Antenna viol nets, final: 0
- Post-CTS Setup Inserts: 0
- First-pass GRT wire length: ~5.9 mm
- Gpl congestion: around 0.86
worst max-delay path, stage by stage, from the launching register on:
cell and delay [ns]:
dfxtp_1 0.40, ha_1 0.26, and4_1 0.29, nand4_1 0.14
o41ai_2 0.33, or3b_1 0.16, buf_4 0.22, nor2_1 0.07
worst paths after layout:
path	startpoint	to	slack [ns]	depth (start not counted)
max	sync0.hclock[0]	sync0.hclock[2]	0.41	7
min	sync0.hclock[0]	sync0.hclock[0]	0.49	1
max reg2reg	sync0.hclock[0]	sync0.hclock[2]	0.41	7
min reg2reg	sync0.hclock[0]	sync0.hclock[0]	0.49	1
max in group asynchronous	RST	red	1.51	3
min in group asynchronous	RST	blue	0.75	3
cell type report:
type / count / area, µm² / area share, %
flip-flops and latches: 32 / 676 / 32.1
clock buffers: 7 / 97.6 / 4.64
well taps: 72 / 90.1 / 4.28
clock inverters: 1 / 5.00 / 0.238
multi-input cells: 122 / 882 / 41.9
repair buffers: 33 / 323 / 15.3
inverters: 8 / 30.0 / 1.43
cells in the mapped netlist (2+ instances only):
cell and count:
xnor2_1 4, buf_2 3, dfrtp_1 3, nor2_1 5, nor4b_1 2, buf_6 2, o21a_1 2, xor2_1 6
and3_1 9, dfxtp_1 27, nand2_1 14, edfxtp_1 2, nor3_1 3, inv_1 8, a21oi_1 3, buf_4 20
nand4_1 7, clkbuf_1 2, nand3_1 13, and4_1 5, ha_1 4, o211ai_1 6, o31ai_1 4, o21ai_0 3
nor2_2 9
report_power, final:
part | switching, W | internal (W)
sequential | 0.00000591 | 0.000542
clock | 0.000195 | 0.000266
combinational | 0.0000201 | 0.0000244
total | 0.000221 | 0.000832
logic make-up after synthesis:
family	share of synthesized area, %
and+or+nand+nor	30.2
buffers and inverters	12.6
DFF	37.9
AOI/OAI and AO/OA	11.5
xor gates and xnor gates	4.91
adders and majority gates	2.81
per-layer routing:
layer / global-route usage (%) / routed length (µm) / vias up
met5: 0 / 0 / -
met1: 17.3 / 1610 / 613
li1: - / - / 688
met3: 2.57 / 149 / 4
met4: 1.45 / 39 / 0
met2: 19.3 / 1620 / 32
registers in the layout, summed over array words and instances, names as in the netlist:
name / flops
green: 1
vsync: 1
hsync: 1
blue: 1
sync0.vclock: 13
sync0.hclock: 14
red: 1
stage by stage:
stage / cell area (µm²) / hold slack (ns)
2_1_floorplan: 1780 / 0.184
3_3_place_gp: 2000 / 0.470
3_5_place_dp: 2000 / 0.475
4_1_cts: 2100 / 0.495
5_1_grt: 2100 / 0.535
6_report: 2100 / 0.486
Power figures rest on the tool's default switching activity, not on a simulated workload.
